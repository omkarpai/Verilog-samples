==> /design/flow/design.v <==
module rcfa_1
(	input a,b,cin,
	output sum,cout
);
wire a1,a2,a3;
xor (sum,a,b,cin);
and (a1,a,b);
and (a2,b,cin);
and (a3,cin,a);
or (cout,a1,a2,a3);
endmodule
module rcfa_4
(	input [3:0] a,b,
	input cin,
	output cout,
	output [3:0] sum
);
wire c1,c2,c3;
rcfa_1 firstbit (a[0],b[0],cin,sum[0],c1);
rcfa_1 secondbit (a[1],b[1],c1,sum[1],c2);
rcfa_1 thirdbit (a[2],b[2],c2,sum[2],c3);
rcfa_1 fourthbit (a[3],b[3],c3,sum[3],cout);
endmodule
==> /design/flow/run.sh <==
#!/bin/bash
# OpenROAD 26Q1-2900-gdf79404cd8, Yosys 0.63+post, stock flow scripts
make -C /OpenROAD-flow-scripts/flow DESIGN_CONFIG=/design/flow/config.mk WORK_HOME=/design/flow/orfs finish
==> /design/flow/config.mk <==
export PLATFORM = sky130hd
export DESIGN_NAME = rcfa_4
export DESIGN_NICKNAME = rcfa_4
export VERILOG_FILES = /design/flow/design.v
export SDC_FILE = /design/flow/constraint.sdc
export NUM_CORES = 4
export LEC_CHECK = 1
export CORE_AREA = 10 10 70 70
export DIE_AREA = 0 0 80 80
==> /design/flow/constraint.sdc <==
current_design rcfa_4

set clk_period 2.9
set clk_io_pct 0.2

create_clock -name clk0 -period $clk_period

set non_clock_inputs [all_inputs -no_clocks]
set_input_delay [expr $clk_period * $clk_io_pct] -clock clk0 $non_clock_inputs
set_output_delay [expr $clk_period * $clk_io_pct] -clock clk0 [all_outputs]
==> results.ini <==
[routing]
wl_per_cell_um=5.57
first_pass_iters=1
ant_nets=0
via_per_inst=1.73
drcViolationCount=0
num_antenna_cells=0
detail_route.iter0.violations=0
totalWireLength_um=412
vias=128

[global_route]
grt_pass1_wl_um=669
antenna_found_initial=0
grt_max_degree=2
grt_pass1_vias=156
grt_usage_pct=1.32
overflow=0

[power]
p_switching_w=0.0000150
p_int_w=0.0000311
p_leak_nw=0.148
clock_power_share_pct=0
power_switching_share_pct=32.6
pwr-share-seq_pct=0
powerDensity_nw_per_um2=142
comb_power_share_pct=100.0
vdd_drop_max_mv=0.0413

[yosys]
yosys_warnings=0
synth_area_leader_cell=fa_1
synth.avg_cell_area_um2=8.20
ys_seq_share_pct=0
yosys_area_um2=148
area_leaders=fa_1, inv_1, buf_4
synth_cell_types=3
synth_cells=18
yosysTopAreaCellShare_pct=54.2
yosys_cells=18
syn_area_um2=148

[placed_design]
portBuffers=14
dpl.hpwl_um=392
post-place-cells=74
gp_congestion=0.772

[min_path]
min_from=b[0]
holdPathEnd=sum[0]
hp-class=primary input to output pin
hold-path-cell-count=5

[cells_and_area]
area_growth_pct=120
clkbuf_count=0
layout-drive-gt1-share_pct=46.4
fillers=398
fin_util_pct=9.52
fin_cells=74
regArea_um2=0
flops=0

[worst_setup_path]
cp.required_ps=2320
cp_max_fo=1
worstSetupPathType=primary input to output pin
critPathCaptureType=output pin
cp-start-kind=primary input
cp.arrival_ps=2250

[floorplanning]
die_h_um=80
core_um2=3420
die_area_um2=6400
num_rows=21
die_w_um=80
core_util_floorplan_pct=4.32
io_pins=14

[timing]
period_needed_ps=2830
min_period_over_period_pct=97.7
drv_slew=0
fmax_ghz=0.353
tightest_slew_ps=98.3
holdWs_ps=1900
relSlewSlack_pct=93.4
hold_violations=0
setup_violations=0
rsz0062_at_grt=yes
fin_setup_tns_ps=0

[flow_run]
log.warning_count=34
cap_violations=0

[run_status]
outcome=finished clean

[clocking]
cts_hold_buffers=0

==> worst max-delay path, stage by stage <==
cell	delay, ps
buf_6	100
inv_4	40
fa_2	190
inv_2	40
fa_2	350
fa_2	340
inv_2	60
fa_2	420
inv_1	50
buf_2	80
==> cell usage in the layout (no fill, tap or decap) <==
master           instances
fa_2                     4
dlygate4sd2_1            3
dlymetal6s2s_1           1
buf_2                    1
inv_2                    4
inv_1                    5
buf_6                    3
clkdlybuf4s50_1          6
inv_4                    1
==> power by group through the flow <==
stage     logic (W)  registers [W]  clock network, W
5_1_grt   0.0000545              0                 0
4_1_cts   0.0000454              0                 0
6_report  0.0000461              0                 0
==> cell families after synthesis <==
kind of cell | share of synthesized area [%]
buffers and inverters | 45.8
adders and majority gates | 54.2
==> worst max path at each step <==
stage / startpoint / endpoint / slack [ps] / depth (start not counted)
6_report: cin / sum[3] / 70 / 10
5_1_grt: cin / sum[3] / -20 / 10
4_1_cts: a[0] / sum[3] / -70 / 10
==> what timing repair did <==
item                                    4_1_cts  5_1_grt
pin swaps                                     3        4
setup buffers                                 0        0
endpoints found under the setup margin        4        2
resized                                      24        6
==> final cells by class <==
type / instances / area, µm² / area share (%)
inverters: 10 / 40.0 / 12.3
multi-input cells: 4 / 90.1 / 27.7
well taps: 46 / 57.6 / 17.7
repair buffers: 14 / 138 / 42.3
==> per-stage QoR <==
stage / worst slack, ps / total power (W) / area [µm²]
6_report: 66.2 / 0.0000461 / 325
5_1_grt: -21.4 / 0.0000545 / 325
4_1_cts: -72.3 / 0.0000454 / 308
3_5_place_dp: -744 / 0.0000502 / 315
3_3_place_gp: -720 / 0.0000497 / 315
2_1_floorplan: 163 / 0.0000237 / 148
==> routing by layer <==
metal	track usage (%)	share of wire, %
met5	0	0
met4	0	0
met3	0.795	26
met2	1.20	19
met1	2.33	55
==> Yosys cell counts <==
| cell | instances |
|---|---|
| inv_1 | 10 |
| buf_4 | 4 |
| fa_1 | 4 |
Power figures rest on the tool's default switching activity, not on a simulated workload.
