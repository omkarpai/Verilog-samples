===== /design/flow/design.v =====
module johnsoncounter(clk,reset,out);
input clk,reset;
output reg [3:0]out;
reg [3:0]temp;
always @(posedge clk or posedge reset)
begin
if (reset == 1)
temp <=4'b1000;
else
	begin
	out<=temp;
	temp <= temp>>1;
	temp[3]<=	~temp[0];
	end
end
endmodule

===== /design/flow/run.sh =====
#!/bin/bash
# OpenROAD 26Q1-2900-gdf79404cd8, Yosys 0.63+post, stock flow scripts
make -C /OpenROAD-flow-scripts/flow DESIGN_CONFIG=/design/flow/config.mk WORK_HOME=/design/flow/orfs finish

===== /design/flow/config.mk =====
export PLATFORM = sky130hd
export DESIGN_NAME = johnsoncounter
export DESIGN_NICKNAME = johnsoncounter
export VERILOG_FILES = /design/flow/design.v
export SDC_FILE = /design/flow/constraint.sdc
export NUM_CORES = 4
export LEC_CHECK = 1
export CORE_AREA = 10 10 70 70
export DIE_AREA = 0 0 80 80

===== /design/flow/constraint.sdc =====
current_design johnsoncounter

set clk_period 1.0
set clk_io_pct 0.2

create_clock -name clk0 -period $clk_period [get_ports {clk}]

set non_clock_inputs [all_inputs -no_clocks]
set_input_delay [expr $clk_period * $clk_io_pct] -clock clk0 $non_clock_inputs
set_output_delay [expr $clk_period * $clk_io_pct] -clock clk0 [all_outputs]

==> impl_metrics.tcl <==
# metrics dict for downstream scripts
set metrics [dict create \
    final.setup_skew_ps 5.873 \
    tritoncts "yes" \
    htreeDepth 1 \
    drt_iter0_drc 4 \
    area_growth_syn_to_layout_pct 53.01 \
    power_density_nw_per_um2 1783 \
    dr.pass1.iters 2 \
    drc 0 \
    flop_cell "edfxtp_1" \
    diodes 0 \
    top_logic_kind "buffers and inverters" \
    wl_per_cell_um 5.303 \
    synthTopCellsByArea "edfxtp_1 52%, dfrtp_1 33%, dfstp_2 11%" \
    critical-path-max-stage-delay_ps 350 \
    r2r_slack_ps 350 \
    fp_util 0.06703 \
    drive_above_1_share 0.4500 \
    power_frac_clock 0.412 \
    warning_count 25 \
    vias 108 \
    viasPerCell 1.636 \
    ys_cells 10 \
    finalSetupViolCount 0 \
    core_sq_um 3416 \
    hold_viol 0 \
    avgSynthCellArea_sq_um 22.90 \
    cp-startpoint "out[3]$_DFFE_PN_" \
    ir_worst_vdd_mv 0.2013 \
    ys_top_cells_by_count "4 x edfxtp_1, 3 x dfrtp_1, 2 x inv_1" \
    end_kind "output port" \
    wl_um 350 \
    post-dp-hpwl_um 244.9 \
    setup.worst_path.end "out[3]" \
    reg2reg_from "temp[3]$_DFF_PP1_" \
    p_int_mw 0.5114 \
    place_area_sq_um 344.1 \
    slew_violations 0 \
    maxCapViolations 0 \
    slowest_stage "edfxtp_1" \
    worst_pin_slew_ps 177.2 \
    regArea_sq_um 221.5 \
    fmaxAchievable_mhz 1090 \
    swShare 0.1813 \
    ys.flops 8 \
    maxSlewHeadroom 0.8817 \
    worstPathCellList "buf_2" \
    cp.required_ps 800 \
    finalCritPeriodShare 0.9171 \
    power.share.sequential 0.562 \
    crit_cells 1 \
    worstPathArrival_ps 720 \
    status "finished, final reports clean" \
    syn_inst 10 \
    final_cell_area_sq_um 350.3 \
    ys_sh_aoi 0 \
    fp.dieH_um 80 \
    gr-total-overflow 0 \
    cp_top_family "flip-flops" \
    grt_pass1_vias 128 \
    drtAntennaViolNets 0 \
    synthesis.area_sq_um 229.0 \
    die_area_sq_um 6400 \
    io_buffers 5 \
    cts_made_buffers 3 \
    yosysMostFrequentCell "edfxtp_1" \
    cts.sinks 8 \
    start_kind "flip-flop" \
    logic_gate_count 0 \
    io_pins 6 \
    synth.area.mux_share 0 \
    comb_power_share 0.025 \
    grt_start_max_net_pins 6 \
    nFillCells 398 \
    clock_latency_ps 250 \
    ys_sh_simple 0 \
    synth_cell_types 4 \
    rsz0062_at_grt "no" \
    fa_ha_area_frac 0 \
    synth-xor-area-share 0 \
    clock_path_buffers 2 \
    ys_area_sq_um 229.0 \
    mi_logic_area_sq_um 0 \
    grt_pass1_wl_um 614 \
    ys_seq_frac 0.9672 \
    hp-class "input port to asynchronous set/reset pin" \
    fin_total_pwr_mw 0.6246 \
    cts-root-buf "clkbuf_4" \
    worstSetupPathType "flip-flop to output port" \
    worstRegToRegCells 0 \
    crit_buf_inv 1 \
    fin_util 0.1026 \
    edf_count 4 \
    netSwitchingPower_mw 0.1133 \
    gp_congestion 0.6959 \
    critPathMaxFanout 1 \
    synthArstFlopShare 0.5000 \
    rows 21 \
    dp_slack_ps -91.75 \
    track_usage 0.01353 \
    fp.dieW_um 80 \
    fin_ws_ps 82.87 \
    path_clk_slew_ps 60 \
    ys_warn_count 1 \
    fin_crit_ps 917.1 \
    r2r_end "out[3]$_DFFE_PN_" \
    p_leak_nw 0.1417 \
    top_area_cell "edfxtp_1" \
    antenna_found_initial 0 \
    yosysTopAreaCellShare 0.5246 \
]
## per-stage QoR
stage / setup TNS, ps / hold WS, ps / cells
CTS: 0 / 366.9 / 66
global placement: -329.5 / 367.2 / 62
finish: 0 / 356.0 / 66
floorplan: 0 / 11.92 / 10
global route: 0 / 379.0 / 66
detailed placement: -366.9 / 360.1 / 62
## cells in the final DEF (no fill, tap or decap)
| cell | n |
|---|---|
| edfxtp_1 | 4 |
| clkbuf_4 | 3 |
| dfrtp_1 | 3 |
| inv_1 | 2 |
| buf_2 | 2 |
| clkbuf_2 | 2 |
| clkbuf_1 | 1 |
| clkdlybuf4s50_1 | 1 |
| buf_4 | 1 |
| dfstp_2 | 1 |
## metal layers
metal / share of wire / vias to the layer above / global-route usage / wire (um)
met5: 0 / - / 0 / 0
met4: 0.060 / 0 / 0.008803 / 21
met3: 0.23 / 4 / 0.02045 / 81
met2: 0.30 / 7 / 0.01525 / 105
met1: 0.41 / 45 / 0.01087 / 142
li1: - / 52 / - / -
## flip-flops by register name (all words and copies together), names as in the netlist
name	cells
out	4
temp	4
## logic make-up after synthesis
logic type	Yosys count
flops	8
buf+inv	2
## timing repair
item | 4_1_cts | 5_1_grt
setup buffers | 0 | 0
hold buffers | 0 | 0
endpoints found under the hold margin | 0 | 0
setup endpoints to repair | 4 | 2
pin swaps | 0 | 0
resized | 10 | 2
## power by group through the flow
stage / Combinational [mW] / Sequential [mW] / Clock [mW]
4_1_cts: 0.0175 / 0.351 / 0.270
6_report: 0.0158 / 0.351 / 0.258
5_1_grt: 0.0184 / 0.351 / 0.301
## layout make-up
cell class | instances | share of cell area
clock buffers | 4 | 0.07500
repair buffers | 6 | 0.1071
well taps | 46 | 0.1643
inverters | 2 | 0.02143
flip-flops and latches | 8 | 0.6321
## worst min-delay path by stage
stage	end	cells after the start	startpoint
CTS	temp[2]$_DFF_PP0_	3	reset
global route	temp[2]$_DFF_PP0_	3	reset
finish	temp[2]$_DFF_PP0_	3	reset
No activity file was given, so power comes from the tool's default toggle rates.
